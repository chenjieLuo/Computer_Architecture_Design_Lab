## flow/design.v

```verilog
module RegisterFile(BusA, BusB, BusW, RW, RegWr,Clk, RA, RB);
    output  [31:0] BusA;
    output  [31:0] BusB;
    input [31:0] BusW;
    input [4:0] RW;
    input RegWr;
    input Clk;
    input [4:0] RA, RB;
    reg [31:0] registers [31:0];
	 initial begin
	 registers[0] = 0;
         registers[1] = 1;
	 registers[2] = 32'h2;
	 registers[3] = 32'h3;
 	 registers[4] = 32'h4;
	 registers[5] = 32'h5;
	 registers[6] = 32'h6;
	 registers[7] = 32'h7;
	 registers[8] = 32'h8;
	 registers[9] = 32'h9;
	 registers[10] = 32'h10;
	 registers[11] = 32'h11;
	 registers[12] = 32'h12;
	 registers[13] = 32'h13;
	 registers[14] = 32'h14;
	 registers[15] = 32'h15;
	 registers[16] = 0;
	 registers[17] = 0;
	 registers[18] = 0;
	 registers[19] = 0;
	 registers[20] = 0;
	 registers[21] = 0;	
         registers[22] = 0;
	 registers[23] = 0;
	 registers[24] = 0;
	 registers[25] = 0;	 
	 registers[26] = 0;
	 registers[27] = 0;
	 registers[28] = 0;
	 registers[29] = 0;
	 registers[30] = 0;
	 registers[31] = 0; 
end
	 assign #2 BusA = registers[RA];         
    	 assign #2 BusB = registers[RB];         
always @ (negedge Clk) begin            
    if(RegWr)                    
	begin
		if (RW!=0)               
                registers[RW] <= BusW;       
		end
	end
endmodule
```

## flow/run.sh

```bash
#!/bin/bash
# OpenROAD 26Q1-2900-gdf79404cd8, Yosys 0.63+post, stock flow scripts
make -C /OpenROAD-flow-scripts/flow DESIGN_CONFIG=/design/flow/config.mk WORK_HOME=/design/flow/orfs finish
```

## flow/config.mk

```make
export PLATFORM = sky130hd
export DESIGN_NAME = RegisterFile
export DESIGN_NICKNAME = RegisterFile
export VERILOG_FILES = /design/flow/design.v
export SDC_FILE = /design/flow/constraint.sdc
export NUM_CORES = 4
export LEC_CHECK = 1
export CORE_UTILIZATION = 30
```

## flow/constraint.sdc

```tcl
current_design RegisterFile

set clk_period 10.6
set clk_io_pct 0.2

create_clock -name clk0 -period $clk_period [get_ports {Clk}]

set non_clock_inputs [all_inputs -no_clocks]
set_input_delay [expr $clk_period * $clk_io_pct] -clock clk0 $non_clock_inputs
set_output_delay [expr $clk_period * $clk_io_pct] -clock clk0 [all_outputs]
```

==> results.txt <==
The full implementation flow was run.

The cell area that synthesis handed to floorplanning was 48760 µm². Looking at the setup timing report, the critical path kind is flip-flop to output pin. In this design, the largest share of critical-path delay is due to simple AND/OR/NAND/NOR gates. The routability congestion estimate stands at 0.8801. The critical path's largest stage delay stands at 0.54 ns. The per-instance average area after synthesis stands at 14.40 µm².

The layout has 14880 filler cells. The floorplan row count stands at 147. On the worst setup and hold paths after CTS, the clock-pin slew comes to 0.03 ns. Warnings reported by Yosys during synthesis add up to 1. The timing report lists the critical path depth as 6 cells.

The wire length of the first global-routing pass stands at 226700 µm. The largest individual stage delay along the critical path comes from the cell sky130_fd_sc_hd__clkdlybuf4s50_1. The yosys-reported design area after synthesis stands at 48760 µm².

The count of buffers inserted at the top-level ports stands at ~110. The floorplan report gives the top-level pin count as 113. The most common logic cells in the final layout are sky130_fd_sc_hd__inv_1 (1060), sky130_fd_sc_hd__mux2i_1 (1024), sky130_fd_sc_hd__edfxtp_1 (1024). TritonCTS built the clock tree. The combined global-route utilization of all metal layers stands at 20.04%. Setup repair after global routing left no endpoint under its margin. The detailed-route vias per instance stands at 5.077.

In the final layout, the registers with the most flip-flops are registers x1024. The most critical min-delay path falls under input port to output pin. The number of setup violations in the final report stands at 0.

Per Yosys stat, the portion of area used by sequential elements is 63.06%. Per the log, the first TritonRoute iteration ended with a DRC count of 2444. The final global-route overflow total stands at 0. The first detailed-routing pass ran for 5 iterations. The sum of negative setup slack stands at 0 ns. The fraction of layout cells with a size suffix above 1 stands at under 10%. The post-DP HPWL stands at roughly 89000 µm. The flow ran to the end, and the final reports show no timing, DRC or antenna violations. Counting flops per register, the top entry is registers. The number of distinct library cells after synthesis stands at 25. The ratio of total power to cell area stands at between 150 and 200 nW/µm². The cell count listed in synth_stat.txt stands at between 3000 and 4000.

Before placement the cells fill 30.30% of the core. The number of vias after detailed routing stands at approximately 35000. After clock tree synthesis, the setup repair step added 0 buffers.

The max-slew check reports its worst relative slack as 40.11%. Per the TritonCTS log, the buffer count is 115. The worst hold path depth stands at 6. The tightest hold path in the finished design has a slack of 5.551 ns.

The number of H-tree levels stands at 3. The register with the most flip-flops in the layout has 1024 of them. Compared with the post-synthesis result, the final layout area differs by 24.18%. After synthesis the netlist holds a flip-flop and latch count of just over 1000. The remaining number of nets flagged by the antenna check after routing stands at 0. The data arrival time of the critical path stands at 8.03 ns.

Per the final report, max-transition violations number 0. Per the cell usage report, the commonest logic cell in the layout is sky130_fd_sc_hd__inv_1. The via count of the first global-routing pass came to 37730.

The vertical die dimension reported for this design is roughly 410 µm. The die span in x stands at 405.2 µm. After floorplanning, the core was sized to cover 160900 µm². The finished layout holds approximately 6800 standard cells, fillers aside.

Warnings raised by the tools during the run amount to 1027. The post-detailed-route DRC marker count stands at 0. The count of cells resized by post-cts repair stands at 0. Per the layout area report, the register area comes to 30750 µm². STA classifies the critical path endpoint as an output pin. Looking at the clock tree report, the maximum root-to-sink buffer count equals 3. The number of placed instances, taps included, is around 5600. In the final layout, the multi-input gates occupy 16890 µm². The final routed wire length divided by cell count stands at around 23 µm. Clock tree synthesis selected as its root buffer the cell sky130_fd_sc_hd__clkbuf_16. The pin count of the biggest net entering global routing stands at 89. Summed over all layers, the routed wires come to 157000 µm. The static leakage power stands at 26.14 nW. The synthesized instance count stands at between 3000 and 4000. STA classifies the critical path startpoint as a flip-flop. The die covers 164200 µm².

Looking at the VDD voltage map, the peak drop is roughly 0.00015 V. The transition time at the pin with the least slew margin stands at 0.8962 ns. The number of antenna violations at the first check in global routing is 13. The number of failing hold endpoints at the final stage stands at 0. The required time at the worst endpoint is listed as 8.48 ns. The total of max-cap violations stands at 0.

The clock net in this run drives a total of 1024 sinks. The sum of buffers and inverters on the critical path stands at 1. The critical path goes through mux2i_1, a22o_1, nor3_1, a31oi_1, nand3_1, clkdlybuf4s50_1.

The number of hold-repair buffers added at the cts stage stands at 0. Looking at the critical path, the highest net fanout was 2.
## layer usage
layer	up-vias	wire, µm	share of wire, %	track usage (%)
met5	-	354	0.23	1.130
met4	25	4046	2.6	8.180
met3	302	21600	14	13.85
met2	1889	73170	47	29.00
met1	16640	57810	37	23.15
li1	15720	-	-	-
## tightest hold or removal path, delay by kind of cell
kind,cells,cell delay (ns)
buffers and inverters,2,0.68
and+or+nand+nor,2,0.23
muxes,1,0.20
AOI/OAI and AO/OA,1,0.07
## where the power goes
part / internal [mW] / switching (mW) / leakage, nW / total, mW
sequential: 4.55 / 0.0242 / 9.25 / 4.58
clock: 2.97 / 2.55 / 7.41 / 5.52
combinational: 0.319 / 0.544 / 9.48 / 0.863
## cell families (layout without fill, tap and decap cells)
| logic type | after synthesis | after routing | synth area share, % |
|---|---|---|---|
| multiplexers | 1024 | 1024 | 21.02 |
| flip-flops | 1024 | 1024 | 63.06 |
| AND-OR/OR-AND | 576 | 576 | 8.047 |
| AND/OR/NAND/NOR | 508 | 508 | 4.708 |
| buffers and inverters | 254 | 1483 | 3.159 |
| other | 1 | 37 | 0.007690 |
## per-stage QoR
stage / utilization (%) / worst slack, ns / power, mW / cell area [µm²]
floorplan: - / 0.7601 / 5.663 / 48880
global placement: 32.84 / 0.7551 / 6.052 / 52850
detailed placement: 32.84 / 0.7456 / 6.057 / 52850
CTS: 37.62 / 0.4429 / 11.12 / 60540
global route: 37.62 / 0.3610 / 11.65 / 60540
finish: 37.62 / 0.4511 / 10.96 / 60550
## worst paths after layout
kind | from | end | slack (ns)
worst max-delay path | registers[2][11] | BusA[11] | 0.45
worst min-delay path | RA[1] | BusA[18] | 5.55
## cell type report
class	count	area share [%]
antenna	5	0.02066
clock buffer	118	4.877
clock inverter	1110	7.831
multi-input combinational	2140	27.89
sequential	1024	50.78
timing repair buffer	255	4.137
tap	2160	4.463
## cell usage after synthesis
cell type / count / area, µm²
sky130_fd_sc_hd__nor3_1: 64 / 320.3
sky130_fd_sc_hd__a22o_1: 128 / 1121
sky130_fd_sc_hd__nand3_1: 194 / 970.9
sky130_fd_sc_hd__nand2b_1: 4 / 25.02
sky130_fd_sc_hd__nand3b_1: 5 / 37.54
sky130_fd_sc_hd__nor2_1: 34 / 127.6
sky130_fd_sc_hd__a31oi_1: 64 / 400.4
sky130_fd_sc_hd__conb_1: 1 / 3.750
sky130_fd_sc_hd__or3b_2: 3 / 26.28
sky130_fd_sc_hd__buf_2: 79 / 395.4
sky130_fd_sc_hd__a22oi_1: 192 / 1441
sky130_fd_sc_hd__buf_4: 52 / 390.4
sky130_fd_sc_hd__clkbuf_1: 71 / 266.5
sky130_fd_sc_hd__mux2i_1: 1024 / 10250
sky130_fd_sc_hd__or3_1: 1 / 6.260
sky130_fd_sc_hd__buf_1: 10 / 37.54
sky130_fd_sc_hd__nand2_1: 195 / 732.0
sky130_fd_sc_hd__inv_1: 1 / 3.750
sky130_fd_sc_hd__nor2b_1: 4 / 25.02
sky130_fd_sc_hd__buf_6: 37 / 416.7
sky130_fd_sc_hd__a21oi_1: 192 / 960.9
sky130_fd_sc_hd__and2_1: 2 / 12.51
sky130_fd_sc_hd__clkbuf_4: 4 / 30.03
sky130_fd_sc_hd__or2_2: 2 / 12.51
sky130_fd_sc_hd__edfxtp_1: 1024 / 30750
Power figures rest on the tool's default switching activity, not on a simulated workload.
