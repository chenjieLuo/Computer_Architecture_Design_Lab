===== design.v =====
module NextPClogic(NextPC, CurrentPC, JumpField, SignExtImm32, Branch, ALUZero, Jump);
input [31:0] CurrentPC, SignExtImm32;
input [25:0] JumpField;
input Branch, ALUZero, Jump;
output reg [31:0] NextPC; 
reg [31:0] PC;
reg [31:0] SignExt;
reg [31:0] JumpExt;
always @(*)
begin
  PC = #1 CurrentPC + 4;  
	if (Branch&&ALUZero)  
	begin
		SignExt = #2 SignExtImm32 << 2;  
		NextPC = #2 SignExt + PC;
	end
	else if (Jump) 
	begin 
		JumpExt = JumpField << 2; 
		NextPC = #2 JumpExt + (32'hf0000000 & PC); 
	end  
	else 
	NextPC = PC; 
end
endmodule

===== config.mk =====
export PLATFORM = sky130hd
export DESIGN_NAME = NextPClogic
export DESIGN_NICKNAME = NextPClogic
export VERILOG_FILES = /design/flow/design.v
export SDC_FILE = /design/flow/constraint.sdc
export NUM_CORES = 4
export LEC_CHECK = 1
export CORE_UTILIZATION = 30

===== constraint.sdc =====
current_design NextPClogic

set clk_period 24.2
set clk_io_pct 0.2

create_clock -name clk0 -period $clk_period

set non_clock_inputs [all_inputs -no_clocks]
set_input_delay [expr $clk_period * $clk_io_pct] -clock clk0 $non_clock_inputs
set_output_delay [expr $clk_period * $clk_io_pct] -clock clk0 [all_outputs]

===== run.sh =====
#!/bin/bash
# OpenROAD 26Q1-2900-gdf79404cd8, Yosys 0.63+post, stock flow scripts
make -C /OpenROAD-flow-scripts/flow DESIGN_CONFIG=/design/flow/config.mk WORK_HOME=/design/flow/orfs finish

==> results.cfg <==
; synthesis and place-and-route metrics
[floorplanning]
fp_util = 0.3138
die_y_um = 101
core_area_um2 = 9371
row_count = 35
die_w_um = 101
die_area_um2 = 10200
io_pins = 125

[placed_design]
dp_hpwl_mm = 8.696
gp_congestion = 0.8863
port_buffers = 123

[flow_run]
drv_cap = 0
warnings = 41

[power_and_ir_drop]
p_per_area_nw_per_um2 = 21.78
peakVddDrop_mv = 0.009712
p_leak_nw = 1.710

[min_path]
hold_start = CurrentPC[1]
hold_class = in -> out

[sta]
finalSetupViolCount = 0
finalSetupTns_ns = 0
relSlewSlack = 0.6455
fin_crit_ns = 13.88
rsz0062_at_grt = no
fin_crit_sh = 0.5737
drv_slew = 0
final_hold_viol_count = 0
fmax_mhz = 72.03
worst_pin_slew_ns = 0.5317

[synth]
synth_cell_types = 54
top_cells_by_count = a21oi_1, nand2_1, ha_1
yosysWarnings = 1
ys_area_um2 = 2940
largest_area_cell = ha_1
netlist_area_um2 = 2940
synth.most_common_cell = a21oi_1
synthTopCellsByArea = ha_1, xnor2_1, a21oi_1, o21ai_0, nand2_1
yosys-stat-cells = 437
yosysSeqAreaShare = 0
synth.avg_cell_area_um2 = 6.728
synth_top_area_share = 0.1574
syn-instance-count = 437

[grt]
grt_max_degree = 57
grt_pass1_wl_mm = 15.91
grt_use_total = 0.1998
antenna_found_initial = 0
grt_pass1_vias = 3376
grt-ovfl-total = 0

[worst_setup_path]
slowest_stage = clkdlybuf4s50_1
end_kind = primary output
max_stage_delay_ns = 0.56
crit_chain = clkdlybuf4s50_1 -> and4_1 -> and4_1 -> nand2_1 -> or2_2 -> xnor2_1 -> ha_1 -> a21oi_1 -> o21ai_0 -> a211oi_1 -> nand4_1 -> and2_1 -> a211o_1 -> nor3_2 -> clkdlybuf4s50_1
cp.arrival_ns = 9.04
cp_max_fo = 7
start_kind = primary input
startpoint = CurrentPC[4]
required_ns = 19.36
path_class = in -> out

[drt]
drt_iter0_markers = 102
routed_wirelength_mm = 10.14
firstDrtPassIters = 4
antenna_cells = 0
drc = 0
avgViaCountPerCell = 5.257
antenna_left = 0
via_count = 3538
wl_per_cell_um = 15.07

[layout]
nClkBuffers = 0
area_growth_pct = 45.28
fin_util = 0.4558
seq_cells = 0
flop_area_um2 = 0
drive_gt1_frac = 0.02941

[clocking]
cts-resized-gates = 0
hold_buffers = 0
postCtsSetupBuffers = 0

[status]
run_status = completed
## routing by layer
metal	global-route usage	share of wire
met3	0.03385	0.073
met4	0.01003	0.0024
met5	0	0
met1	0.2717	0.46
met2	0.3477	0.47
## layout make-up
type | count | area [µm²]
Tap cell | 129 | 161.4
Fill cell | 984 | 5100
Timing Repair Buffer | 125 | 1241
Inverter | 9 | 33.78
Multi-Input combinational cell | 410 | 2835
## worst paths after layout
check / to / slack, ns / cells after the start
worst max-delay path: NextPC[31] / 10.32 / 15
worst min-delay path: NextPC[1] / 10.59 / 3
## cells by family (layout without fill, tap and decap cells)
family,after synthesis,in the layout,share of synthesized area
muxes,13,13,0.04425
AOI/OAI and AO/OA,144,144,0.3081
and+or+nand+nor,167,167,0.2949
xor gates and xnor gates,48,48,0.1519
adders and majority gates,38,38,0.1643
buffers and inverters,27,134,0.03659
## placed cells by master, fill, tap and decap left out, types with 5 or more instances in the layout
master           netlist  layout
a211oi_1               7       7
xor2_1                15      15
ha_1                  37      37
clkdlybuf4s50_1        0     122
nor2_1                36      36
nor3_1                 5       5
nand4_1               10      10
inv_1                  9       9
and4_1                 8       8
a21o_1                13      13
o211ai_1              16      16
a21oi_1               42      42
xnor2_1               31      31
o21ai_0               32      32
nand3_1               22      22
nand2_1               41      40
nand2b_1              16      16
mux2i_1               13      13
and3_1                13      13
## per-stage QoR
stage	total power [mW]	hold WS [ns]	instance area, µm²	cells	worst slack (ns)
after floorplan	0.05041	9.760	2940	437	11.80
after global placement	0.09287	10.59	4272	673	10.30
after detailed placement	0.09273	10.59	4272	673	10.33
after CTS	0.09363	10.59	4272	673	10.31
after global routing	0.1036	10.63	4272	673	9.940
final	0.09305	10.59	4272	673	10.32
## worst max-delay path, delay by kind of cell
family                     cells  cell delay (ns)
AOI/OAI and AO/OA              4             0.88
xor gates and xnor gates       1             0.29
adders and majority gates      1             0.37
buffers and inverters          2             1.05
and+or+nand+nor                7             1.61
## report_power, final
part           switching, mW  internal (mW)
Combinational         0.0438         0.0492
Clock                      0              0
Sequential                 0              0
Total                 0.0438         0.0492
Power and IR drop assume default switching activity.
